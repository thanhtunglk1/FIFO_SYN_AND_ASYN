==> design/flow/design.v <==
module duo_port_RAM_single_clk #(
  parameter DATA_WIDTH = 8,
  parameter ADDR_WIDTH = 3
)(
  input  logic i_clk,
  input  logic [DATA_WIDTH - 1:0] i_data_a, i_data_b,
  input  logic [ADDR_WIDTH - 1:0] i_addr_a, i_addr_b,
  input  logic i_wr_a, i_wr_b,
  output logic [DATA_WIDTH - 1:0] o_data_a, o_data_b
);
  reg [DATA_WIDTH - 1:0] ram [2**ADDR_WIDTH - 1:0];
  initial for(int i = 0; i < 2**ADDR_WIDTH; i++) ram[i] = '0;
  always_ff @(posedge i_clk) begin
    if(i_wr_a) begin
      ram[i_addr_a] <= i_data_a;
      o_data_a      <= i_data_a;
    end else begin
      o_data_a      <= ram[i_addr_a];
    end
  end
  always_ff @(posedge i_clk) begin
    if(i_wr_b) begin
      ram[i_addr_b] <= i_data_b;
      o_data_b      <= i_data_b;
    end else begin
      o_data_b      <= ram[i_addr_b];
    end 
  end
endmodule
module sfifo #(
  parameter DEPTH = 16,
  parameter WIDTH = 8
)(
  input  logic i_clk,
  input  logic i_rst_n,
  input  logic i_wr_en,
  input  logic i_rd_en,
  input  logic [WIDTH - 1:0] i_data_in,
  output logic [WIDTH - 1:0] o_data_out,
  output logic o_full,
  output logic o_empty
);
  localparam ADDR_WIDTH = $clog2(DEPTH);
  logic [ADDR_WIDTH:0] p_rd_ptr, n_rd_ptr;
  logic [ADDR_WIDTH:0] p_wr_ptr, n_wr_ptr;
  logic empty;
  logic update_wr_ptr, update_rd_ptr;
  assign update_wr_ptr = ~o_full  & i_wr_en;
  assign update_rd_ptr = ~empty & i_rd_en;
  always_ff @(posedge i_clk, negedge i_rst_n) begin: proc_update_ptr
    if(~i_rst_n) begin
      p_rd_ptr <= '0;
      p_wr_ptr <= '0;
    end
    else begin
      p_rd_ptr <= n_rd_ptr;
      p_wr_ptr <= n_wr_ptr;
    end
  end
  logic  pass_through;
  assign pass_through = empty & i_rd_en & i_wr_en;
  assign o_full  = (p_rd_ptr[ADDR_WIDTH] == ~p_wr_ptr[ADDR_WIDTH]) & (p_rd_ptr[ADDR_WIDTH:0] == p_wr_ptr[ADDR_WIDTH - 1:0]);
  assign empty   = (p_rd_ptr == p_wr_ptr);
  assign o_empty = ~pass_through & empty;
  assign n_rd_ptr = (update_rd_ptr & ~pass_through) ? (p_rd_ptr + 1'b1) : p_rd_ptr;
  assign n_wr_ptr = (update_wr_ptr & ~pass_through) ? (p_wr_ptr + 1'b1) : p_wr_ptr;
  logic [WIDTH - 1:0] ram_data_out;
  assign o_data_out = i_rd_en ? (pass_through ? i_data_in : ram_data_out) : '0;
  duo_port_RAM_single_clk #(.DATA_WIDTH(WIDTH), .ADDR_WIDTH(ADDR_WIDTH)) RAM (
    .i_clk      (i_clk)                        ,
    .i_addr_a   (p_wr_ptr[ADDR_WIDTH - 1:0])   ,
    .i_data_a   (i_data_in)                    ,    
    .i_addr_b   (n_rd_ptr[ADDR_WIDTH - 1:0])   ,
    .i_data_b   (i_data_in)                    ,
    .i_wr_a     (update_wr_ptr & ~pass_through),
    .i_wr_b     (1'b0)                         ,
    .o_data_a   ()                             ,
    .o_data_b   (ram_data_out)
  );
endmodule
==> design/flow/run.sh <==
#!/bin/bash
# OpenROAD 26Q1-2900-gdf79404cd8, Yosys 0.63+post, stock flow scripts
make -C /OpenROAD-flow-scripts/flow DESIGN_CONFIG=/design/flow/config.mk WORK_HOME=/design/flow/orfs finish
==> design/flow/config.mk <==
export PLATFORM = sky130hd
export DESIGN_NAME = sfifo
export DESIGN_NICKNAME = sfifo
export VERILOG_FILES = /design/flow/design.v
export SDC_FILE = /design/flow/constraint.sdc
export NUM_CORES = 4
export LEC_CHECK = 1
export CORE_UTILIZATION = 40
export SYNTH_HDL_FRONTEND = slang
==> design/flow/constraint.sdc <==
current_design sfifo

set clk_period 8.8
set clk_io_pct 0.2

create_clock -name clk0 -period $clk_period [get_ports {i_clk}]

set non_clock_inputs [all_inputs -no_clocks]
set_input_delay [expr $clk_period * $clk_io_pct] -clock clk0 $non_clock_inputs
set_output_delay [expr $clk_period * $clk_io_pct] -clock clk0 [all_outputs]
==> impl_summary.log <==
[flow] final metrics
INFO  metric run_status = complete, no violations
INFO  metric die_area = 15700 sq um
INFO  metric yosys-dominant-comb-family = AND-OR/OR-AND gates
INFO  metric worst_ir_drop_vdd = 156 uV
INFO  metric setup.worst_path.class = in2out
INFO  metric ys_async_sr_fraction = 6.85%
INFO  metric wl_met1 = 5330 um
INFO  metric synth_cell_type_count = 48
INFO  metric grt_max_degree = 22
INFO  metric min_path_type = reg2reg
INFO  metric r2r_setup_slack = 5180 ps
INFO  metric worst_pin_slew = 1010 ps
INFO  metric synth_instances = 421
INFO  metric vias_in_the_first_global_route = 3658
INFO  metric yosys.area_share.xor_xnor = 2.29%
INFO  metric met3WireLength = 1220 um
INFO  metric log.warning_count = 28
INFO  metric synth.yosys.warnings = 0
INFO  metric enable_flop_cells = 128
INFO  metric share_of_cells_above_drive_strength_1 = 15.8%
INFO  metric placed_area = 6480 sq um
INFO  metric syn-cell-area = 6070 sq um
INFO  metric synth_top_area_share = 63.4%
INFO  metric arrival = 4090 ps
INFO  metric cts_tree = done
INFO  metric fin_total_pwr = 2.59 mW
INFO  metric die-width = 125 um
INFO  metric startpoint_class = input port
INFO  metric final.setup_skew = 10.7 ps
INFO  metric postCtsHoldBufs = 0
INFO  metric detail_route.drc_violations = 0
INFO  metric clock_tree.buffer_depth = 2
INFO  metric route.detailed.wl_per_inst = 20.0 um
INFO  metric fillers = 1248
INFO  metric clock_sinks = 146
INFO  metric clkLatencyLatePin = 410 ps
INFO  metric grt-ovfl-total = 0
INFO  metric crit-reg2reg-launch = p_rd_ptr[0]
INFO  metric power.density = 367 nW/um^2
INFO  metric rsz0062_at_grt = no
INFO  metric placement.io_buffers = 21
INFO  metric tritoncts.num_buffers = 17
INFO  metric yosysTopAreaCell = edfxtp_1
INFO  metric post_synth_ao_oa_area_fraction = 11.8%
INFO  metric layoutNonFillerInstCount = 647
INFO  metric die_h = 125 um
INFO  metric synth.area.mux_share = 3.90%
INFO  metric synth_flop_count = 146
INFO  metric yosysMostFrequentCell = edfxtp_1
INFO  metric critical_path_rt = 7040 ps
INFO  metric post_cts.repair.setup_buffers = 0
INFO  metric yosys_cells = 421
INFO  metric min_period_over_period = 66.5%
INFO  metric holdPathEnd = p_wr_ptr[4]
INFO  metric layout-area-overhead-vs-synth = 16.5%
INFO  metric fp-row-count = 44
INFO  metric hold-path-cell-count = 1
INFO  metric hold_viol = 0
INFO  metric topCellsByArea = edfxtp_1 63%, dfrtp_1 4.1%, mux2_2 3.2%, o22ai_1 3.1%, nand3_1 3.0%
INFO  metric dpl_worst_slack = 2930 ps
INFO  metric drt_wl_total = 12900 um
INFO  metric timing.critical_path.fanout_max = 17
INFO  metric io_pins = 22
INFO  metric report.final.slew_viol_count = 0
INFO  metric vias = 3689
INFO  metric topRoutingLayerUsed = met4
INFO  metric crit-reg2reg-capture = RAM.o_data_b[3]
INFO  metric timing.reg2reg.worst_path_depth = 7
INFO  metric cts_root_buffer = clkbuf_16
INFO  metric maxSlewHeadroom = 32.3%
INFO  metric floorplan.core_area = 14600 sq um
INFO  metric number_of_antenna_violations_at_the_first_check_in_global_routing = 0
INFO  metric p_leak = 2.34 nW
INFO  metric drt_pass1_iterations = 5
INFO  metric fa_ha_area_share = 1.03%
INFO  metric place.detailed.hpwl = 8180 um
INFO  metric simple_gate_area_share = 8.39%
INFO  metric drv.max_cap_violation_count = 0
INFO  metric fp_util = 41.4%
INFO  metric dp_cells = 617
INFO  metric logic_area = 1660 sq um
INFO  metric met2WireLength = 6190 um
INFO  metric dominant_register_cell_in_the_synthesized_netlist = edfxtp_1
INFO  metric yosys-top-cells-count = 128 x edfxtp_1, 36 x nand3_1, 30 x o22ai_1
INFO  metric synth-area-yosys = 6070 sq um
INFO  metric register_area = 4250 sq um
INFO  metric max_freq = 171 MHz
INFO  metric stdcell_area = 7070 sq um
INFO  metric ant_nets = 0
INFO  metric postSynthSeqShare = 70.1%
INFO  metric antennaDiodeCount = 0
INFO  metric drt_iter0_drc = 208
INFO  metric period_needed = 5850 ps
INFO  metric final_setup_viols = 0
INFO  metric post-route-worst-setup-slack = 2950 ps
INFO  metric setup_tns = 0 ps
INFO  metric cts.htree.levels = 4
INFO  metric gp_congestion = 0.874
INFO  metric route.detailed.vias_per_inst = 5.70
INFO  metric grtUsageTotal = 18.7%
INFO  metric average_cell_area_after_synthesis = 14.4 sq um
INFO  metric setup.worst_path.end_class = output port
INFO  metric grt_first_pass_wirelength = 20400 um
INFO  metric clock_pin_slew_of_the_registers_on_the_worst_case_setup_and_hold_paths = 60 ps
INFO  metric hold_path.startpoint = p_wr_ptr[4]
INFO  metric post_cts_resize_count = 0
## layer usage
layer / GRT usage (%) / up-vias
met5: 0 / -
li1: - / 1713
met1: 28.6 / 1797
met3: 7.02 / 22
met4: 2.58 / 0
met2: 28.4 / 157
## sequential cells by signal (all words and copies together) (netlist names)
| signal | flops |
|---|---|
| RAM.o_data_b | 8 |
| RAM.ram | 128 |
| p_rd_ptr | 5 |
| p_wr_ptr | 5 |
## worst max path at each step
stage	startpoint	endpoint	slack (ps)	cells past startpoint
after CTS	i_rd_en	o_data_out[2]	2930	5
after global routing	i_rd_en	o_data_out[2]	2820	5
final	i_rd_en	o_data_out[2]	2950	5
## cell type report
type                       count  area share [%]
clock buffer                  18            6.07
clock inverter                12            2.23
tap                          184            3.26
timing repair buffer          33            4.25
sequential                   146            60.2
inverter                       9           0.478
multi-input combinational    245            23.5
## cell usage in the layout (no fill, tap or decap), drive strengths merged, types with 2 or more instances in the layout
cell type,instances
a31oi,2
mux4,2
mux2,17
bufinv,3
nor2,21
dfrtp,10
a21oi,3
a22oi,2
xnor2,8
edfxtp,128
and3,2
o22ai,30
a21boi,2
nor2b,2
nand2,28
ha,5
and2,3
clkbuf,18
o22a,7
clkdlybuf4s50,21
xor2,7
nand3,36
o21ai,30
nor3,7
buf,12
nand4,3
o31a,2
inv,12
nand2b,2
clkinv,3
o221ai,16
clkinvlp,3
dfxtp,8
## where the power goes
| part | leakage (nW) | internal, mW | switching, mW |
|---|---|---|---|
| Combinational | 0.715 | 0.369 | 0.571 |
| Clock | 0.279 | 0.444 | 0.266 |
| Sequential | 1.34 | 0.864 | 0.0795 |
## cell families after synthesis
group | after synthesis
mux | 19
xor+xnor | 15
fa+ha+maj | 5
buf+inv | 30
flops | 146
compound gates | 100
simple gates | 106
## critical path, cell delays in order
cell and delay (ps):
clkdlybuf4s50_1 890, and3_1 620, nand2_1 90, o21ai_0 180
clkdlybuf4s50_1 540
## stage by stage
step / hold slack (ps) / utilization, %
2_1_floorplan: 522 / -
3_3_place_gp: 552 / 44.3
3_5_place_dp: 566 / 44.3
4_1_cts: 581 / 48.3
5_1_grt: 630 / 48.3
6_report: 577 / 48.3
Power and IR drop assume default switching activity.
