===== flow/config.mk =====
export PLATFORM = sky130hd
export DESIGN_NAME = syn_fifo
export DESIGN_NICKNAME = syn_fifo
export VERILOG_FILES = /design/flow/design.v
export SDC_FILE = /design/flow/constraint.sdc
export NUM_CORES = 4
export LEC_CHECK = 1
export CORE_UTILIZATION = 40
export SYNTH_HDL_FRONTEND = slang

===== flow/constraint.sdc =====
current_design syn_fifo

set clk_period 4.0
set clk_io_pct 0.2

create_clock -name clk0 -period $clk_period [get_ports {i_clk}]

set non_clock_inputs [all_inputs -no_clocks]
set_input_delay [expr $clk_period * $clk_io_pct] -clock clk0 $non_clock_inputs
set_output_delay [expr $clk_period * $clk_io_pct] -clock clk0 [all_outputs]

===== flow/design.v =====
module duo_port_RAM_single_clk #(
  parameter DATA_WIDTH = 8,
  parameter ADDR_WIDTH = 3
)(
  input  logic i_clk,
  input  logic [DATA_WIDTH - 1:0] i_data_a, i_data_b,
  input  logic [ADDR_WIDTH - 1:0] i_addr_a, i_addr_b,
  input  logic i_wr_a, i_wr_b,
  output logic [DATA_WIDTH - 1:0] o_data_a, o_data_b
);
  reg [DATA_WIDTH - 1:0] ram [2**ADDR_WIDTH - 1:0];
  initial for(int i = 0; i < 2**ADDR_WIDTH; i++) ram[i] = '0;
  always_ff @(posedge i_clk) begin
    if(i_wr_a) begin
      ram[i_addr_a] <= i_data_a;
      o_data_a      <= i_data_a;
    end else begin
      o_data_a      <= ram[i_addr_a];
    end
  end
  always_ff @(posedge i_clk) begin
    if(i_wr_b) begin
      ram[i_addr_b] <= i_data_b;
      o_data_b      <= i_data_b;
    end else begin
      o_data_b      <= ram[i_addr_b];
    end 
  end
endmodule
module syn_fifo #(
  parameter DEPTH = 16,
  parameter WIDTH = 8
)(
  input  logic i_clk,
  input  logic i_rst_n,
  input  logic i_wr_en,
  input  logic i_rd_en,
  input  logic [WIDTH - 1:0] i_data_in,
  output logic [WIDTH - 1:0] o_data_out,
  output logic o_full,
  output logic o_empty
);
  localparam ADDR_WIDTH = $clog2(DEPTH);
  logic [ADDR_WIDTH:0] p_rd_ptr, n_rd_ptr;
  logic [ADDR_WIDTH:0] p_wr_ptr, n_wr_ptr;
  logic update_wr_ptr, update_rd_ptr;
  assign update_wr_ptr = ~o_full  & i_wr_en;
  assign update_rd_ptr = ~o_empty & i_rd_en;
  always_ff @(posedge i_clk, negedge i_rst_n) begin: proc_update_ptr
    if(~i_rst_n) begin
      p_rd_ptr <= '0;
      p_wr_ptr <= '0;
    end
    else begin
      p_rd_ptr <= n_rd_ptr;
      p_wr_ptr <= n_wr_ptr;
    end
  end
  assign o_full  = (p_rd_ptr[ADDR_WIDTH] == ~p_wr_ptr[ADDR_WIDTH]) & (p_rd_ptr[ADDR_WIDTH:0] == p_wr_ptr[ADDR_WIDTH - 1:0]);
  assign o_empty = (p_rd_ptr == p_wr_ptr);
  assign n_rd_ptr = update_rd_ptr ? (p_rd_ptr + 1'b1) : p_rd_ptr;
  assign n_wr_ptr = update_wr_ptr ? (p_wr_ptr + 1'b1) : p_wr_ptr;
  duo_port_RAM_single_clk #(.DATA_WIDTH(WIDTH), .ADDR_WIDTH(ADDR_WIDTH)) RAM (
    .i_clk(i_clk),
    .i_addr_a(p_wr_ptr[ADDR_WIDTH - 1:0]),
    .i_data_a(i_data_in),
    .i_addr_b(p_rd_ptr[ADDR_WIDTH - 1:0]),
    .i_data_b(i_data_in),
    .i_wr_a(update_wr_ptr),
    .i_wr_b(1'b0),
    .o_data_a(),
    .o_data_b(o_data_out)
  );
endmodule

===== flow/run.sh =====
#!/bin/bash
# OpenROAD 26Q1-2900-gdf79404cd8, Yosys 0.63+post, stock flow scripts
make -C /OpenROAD-flow-scripts/flow DESIGN_CONFIG=/design/flow/config.mk WORK_HOME=/design/flow/orfs finish

==> results_dict.tcl <==
# collected from the flow reports
set metrics [dict create \
    outcome "finished clean" \
    grt_pass1_vias 2988 \
    netlist.top_cell.by_instances "sky130_fd_sc_hd__edfxtp_1" \
    place_worst_setup_slack_ns 1.203 \
    fin_total_pwr_mw 4.875 \
    detail-route-antenna-nets 0 \
    post_cts_resize_count 0 \
    max_slew_margin_pct 43.36 \
    critPathMaxFanout 20 \
    post_synth_instance_area_um2 5818 \
    ios 22 \
    die_height_um 122.6 \
    edf_count 128 \
    synthesis.instances 300 \
    floorplan.core_area_um2 14040 \
    fraction_of_layout_instances_using_a_drive_strength_above_1_pct 19.19 \
    finalSetupViolCount 0 \
    die-width_um 122.6 \
    detail_route.wirelength_mm 11.18 \
    dr_total_vias 2824 \
    post-route-worst-setup-slack_ns 0.9419 \
    topCellsByArea "sky130_fd_sc_hd__edfxtp_1 (66%), sky130_fd_sc_hd__mux4_2 (7.7%), sky130_fd_sc_hd__dfrtp_1 (4.3%)" \
    criticalPathCategory "reg -> out" \
    cp.required_ns 3.20 \
    grt_max_degree 44 \
    finClkSkew_ns 0.005662 \
    h-tree-depth 4 \
    port-buffer-count 21 \
    post_synth_num_cell_types 34 \
    finalHoldViolCount 0 \
    cts_setup_buffers 0 \
    yosysChipArea_um2 5818 \
    total_die_area_um2 15030 \
    antenna_cells 0 \
    initial_core_util_pct 41.43 \
    holdBufCountCts 0 \
    final_cell_count_no_fill 524 \
    clk_latency_ns 0.41 \
    p_leak_nw 2.255 \
    vdd_ir_drop_max_mv 0.3102 \
    ys_async_sr_fraction_pct 6.849 \
    classification_of_the_worst_slack_hold_path "reg -> reg" \
    setup_tns_ns 0 \
    nFillCells 1144 \
    tightest_slew_ns 0.8465 \
    p_per_area_nw_per_um2 723.9 \
    drt_drc_violations_left 0 \
    stage_log_warnings 28 \
    grt_pass1_wl_mm 17.22 \
    synthesis.yosys.warnings 0 \
    area_growth_syn_to_layout_pct 15.74 \
    avgRoutedWirePerCell_um 21.34 \
    grt_setup_unrepaired "false" \
    drv_cap 0 \
    synth-seq-cells 146 \
    cts-root-buf "sky130_fd_sc_hd__clkbuf_16" \
    viasPerCell 5.389 \
    arrival_time_of_data_at_the_critical_path_endpoint_ns 2.26 \
    yosys-top-cells-count "sky130_fd_sc_hd__edfxtp_1 (128), sky130_fd_sc_hd__mux2i_1 (24), sky130_fd_sc_hd__mux4_2 (20)" \
    synth_area_leader_cell "sky130_fd_sc_hd__edfxtp_1" \
    grt_remaining_overflow 0 \
    synth_largest_type_area_fraction_pct 66.06 \
    cts.reportedPaths.clkPinSlew_ns 0.06 \
    antenna_found_initial 0 \
    critical_path_start_type "flip-flop" \
    ff_type "sky130_fd_sc_hd__edfxtp_1" \
    synth.yosys.num_cells 300 \
    place.detailed.hpwl_mm 7.154 \
    layout_min_cycle_time_ns 3.058 \
    critical_path.endpoint_type "primary output" \
    dp_cells 492 \
    fmaxAchievable_mhz 327.0 \
    synth_sequential_area_ratio_pct 73.12 \
    rows 43 \
    tritoncts "built" \
    clock_sink_count 146 \
    gpl.final_weighted_congestion 0.8083 \
    tcrit_tclk_final_pct 76.45 \
    report.final.slew_viol_count 0 \
    clock_tree.buffer_depth 2 \
    detailedRoute.firstIterationViolations 261 \
    cts_made_buffers 17 \
    dr.pass1.iters 4 \
    postSynthAreaPerCell_um2 19.39 \
    grt_use_total_pct 17.52 \
]
layer usage:
metal	GRT usage, %	routed length, µm	vias to the layer above
li1	-	-	1277
met4	3.887	311	0
met3	8.681	1135	23
met1	26.09	4544	1439
met2	25.28	5194	85
met5	0	0	-
registers in the layout, indices dropped and copies added, names as in the netlist:
signal,flops
RAM.ram,128
p_rd_ptr,5
p_wr_ptr,5
RAM.o_data_b,8
layout make-up:
type	count	area, µm²	area share, %
clock inverter	6	27.53	0.4088
multi-input combinational	133	1420	21.09
timing repair buffer	29	270.3	4.013
sequential	146	4257	63.21
tap	180	225.2	3.344
inverter	4	15.01	0.2230
clock buffer	26	519.2	7.711
report_power, final:
group	internal, mW	leakage [nW]	switching, mW
Combinational	0.642	0.642	0.786
Clock	0.883	0.275	0.550
Sequential	1.90	1.34	0.112
through the flow:
stage / utilization [%] / hold slack (ns) / cell area [µm²]
global route: 47.96 / 0.5932 / 6734
floorplan: - / 0.5044 / 5818
global placement: 44.06 / 0.5336 / 6187
CTS: 47.96 / 0.5647 / 6734
detailed placement: 44.06 / 0.5517 / 6187
finish: 47.96 / 0.5582 / 6734
cell usage in the layout (no fill, tap or decap):
cell type,Yosys,layout
sky130_fd_sc_hd__a211o_1,1,1
sky130_fd_sc_hd__a22oi_1,8,8
sky130_fd_sc_hd__a32oi_1,8,8
sky130_fd_sc_hd__and2_1,1,1
sky130_fd_sc_hd__and4_1,1,1
sky130_fd_sc_hd__buf_4,2,8
sky130_fd_sc_hd__clkbuf_1,5,3
sky130_fd_sc_hd__clkbuf_16,0,17
sky130_fd_sc_hd__clkbuf_8,0,6
sky130_fd_sc_hd__clkdlybuf4s50_1,0,21
sky130_fd_sc_hd__clkinv_1,0,2
sky130_fd_sc_hd__clkinv_2,0,4
sky130_fd_sc_hd__dfrtp_1,10,8
sky130_fd_sc_hd__dfrtp_2,0,2
sky130_fd_sc_hd__dfxtp_1,8,8
sky130_fd_sc_hd__edfxtp_1,128,128
sky130_fd_sc_hd__ha_1,5,5
sky130_fd_sc_hd__inv_1,4,4
sky130_fd_sc_hd__mux2_2,2,2
sky130_fd_sc_hd__mux2i_1,24,24
sky130_fd_sc_hd__mux4_1,4,4
sky130_fd_sc_hd__mux4_2,20,20
sky130_fd_sc_hd__nand2_1,1,1
sky130_fd_sc_hd__nand2b_1,3,3
sky130_fd_sc_hd__nand4_1,2,2
sky130_fd_sc_hd__nand4_2,1,1
sky130_fd_sc_hd__nor2_1,15,15
sky130_fd_sc_hd__nor2b_1,1,1
sky130_fd_sc_hd__nor3_1,5,5
sky130_fd_sc_hd__nor3b_1,1,1
sky130_fd_sc_hd__o2111ai_2,1,1
sky130_fd_sc_hd__o211ai_2,5,5
sky130_fd_sc_hd__o21ai_0,1,1
sky130_fd_sc_hd__o21ai_1,11,11
sky130_fd_sc_hd__xnor2_1,11,11
sky130_fd_sc_hd__xor2_1,1,1
worst max-delay path: stages (launching register included):
cell and delay, ns:
sky130_fd_sc_hd__dfrtp_1 0.36, sky130_fd_sc_hd__buf_4 0.22, sky130_fd_sc_hd__xnor2_1 0.21, sky130_fd_sc_hd__nand4_2 0.38, sky130_fd_sc_hd__nor2_1 0.20, sky130_fd_sc_hd__clkdlybuf4s50_1 0.49
kinds of logic after synthesis:
group / after synthesis / share of synthesized area [%]
compound gates: 35 / 4.753
mux: 50 / 14.06
xor+xnor: 12 / 1.806
buf+inv: 21 / 2.473
fa+ha+maj: 5 / 1.075
flops: 146 / 73.12
simple gates: 31 / 2.710
path summary, 6_finish.rpt:
path,from,end,slack [ns],cells past startpoint
max,p_rd_ptr[3],o_empty,0.94,5
min,p_rd_ptr[4],p_rd_ptr[4],0.56,1
max reg2reg,p_rd_ptr[3],RAM.ram[7][2],1.65,5
min reg2reg,p_rd_ptr[4],p_rd_ptr[4],0.56,1
max in group asynchronous,i_rst_n,p_rd_ptr[0],2.96,1
min in group asynchronous,i_rst_n,p_wr_ptr[4],0.70,1
Power figures rest on the tool's default switching activity, not on a simulated workload.
