$ cat design/flow/run.sh
#!/bin/bash
# OpenROAD 26Q1-2900-gdf79404cd8, Yosys 0.63+post, stock flow scripts
make -C /OpenROAD-flow-scripts/flow DESIGN_CONFIG=/design/flow/config.mk WORK_HOME=/design/flow/orfs finish
$ cat design/flow/config.mk
export PLATFORM = sky130hd
export DESIGN_NAME = afifo
export DESIGN_NICKNAME = afifo
export VERILOG_FILES = /design/flow/design.v
export SDC_FILE = /design/flow/constraint.sdc
export NUM_CORES = 4
export LEC_CHECK = 1
export CORE_UTILIZATION = 30
export SYNTH_HDL_FRONTEND = slang
$ cat design/flow/constraint.sdc
current_design afifo

set clk_period 12.8
set clk_io_pct 0.2

create_clock -name clk0 -period $clk_period [get_ports {i_clk_rd}]
create_clock -name clk1 -period $clk_period [get_ports {i_clk_wr}]

set non_clock_inputs [all_inputs -no_clocks]
set_input_delay [expr $clk_period * $clk_io_pct] -clock clk0 $non_clock_inputs
set_output_delay [expr $clk_period * $clk_io_pct] -clock clk0 [all_outputs]
$ cat design/flow/design.v
module afifo #(
  parameter DEPTH = 16,
  parameter WIDTH = 8
)(
  input  logic i_clk_wr,
  input  logic i_clk_rd,
  input  logic i_rst_n ,
  input  logic i_wr_en,
  input  logic i_rd_en,
  input  logic [WIDTH - 1:0] i_data_in,
  output logic [WIDTH - 1:0] o_data_out,
  output logic o_full,
  output logic o_empty
);
  localparam ADDR_WIDTH = $clog2(DEPTH);
  logic [ADDR_WIDTH:0] p_rd_ptr, n_rd_ptr;
  logic [ADDR_WIDTH:0] p_wr_ptr, n_wr_ptr;
  logic [ADDR_WIDTH:0] gray_rd_ptr, gray_wr_ptr;
  logic [ADDR_WIDTH:0] gray_rd_ptr_wr_clk, gray_wr_ptr_rd_clk;
  logic [ADDR_WIDTH:0] rd_ptr_wr_clk, wr_ptr_rd_clk;
  logic update_wr_ptr, update_rd_ptr;
  assign update_wr_ptr = ~o_full  & i_wr_en;
  assign update_rd_ptr = ~o_empty & i_rd_en;
  always_ff @(posedge i_clk_wr, negedge i_rst_n) begin : proc_update_wr_ptr
    if(~i_rst_n) p_wr_ptr <= '0;
    else         p_wr_ptr <= n_wr_ptr;
  end
  always_ff @(posedge i_clk_rd, negedge i_rst_n) begin : proc_update_rd_ptr
    if(~i_rst_n) p_rd_ptr <= '0;
    else         p_rd_ptr <= n_rd_ptr;
  end
  assign o_full  = (p_wr_ptr[ADDR_WIDTH] == ~rd_ptr_wr_clk[ADDR_WIDTH]) & (p_wr_ptr[ADDR_WIDTH - 1:0] == rd_ptr_wr_clk[ADDR_WIDTH - 1:0]);
  assign o_empty = (p_rd_ptr == wr_ptr_rd_clk);
  assign n_rd_ptr = update_rd_ptr ? (p_rd_ptr + 1'b1) : p_rd_ptr;
  assign n_wr_ptr = update_wr_ptr ? (p_wr_ptr + 1'b1) : p_wr_ptr;
  logic [WIDTH - 1:0] ram_data_out;
  assign o_data_out = (i_rd_en & ~o_empty) ? ram_data_out : '0;
  bin_2_gray #(.WIDTH(ADDR_WIDTH)) change_wr_ptr_gray (
  .i_bin(p_wr_ptr)    ,
  .o_gray(gray_wr_ptr)
  );
  bin_2_gray #(.WIDTH(ADDR_WIDTH)) change_rd_ptr_gray (
  .i_bin(p_rd_ptr)    ,
  .o_gray(gray_rd_ptr)
  );
  shift_reg #(
    .WIDTH(ADDR_WIDTH),
    .DEPTH(2)
  ) meta_gray_wr_ptr (
    .i_clk(i_clk_rd)               ,
    .i_rst_n(i_rst_n)              ,
    .i_data_in(gray_wr_ptr)        ,
	  .o_data_out(gray_wr_ptr_rd_clk)
  );
  shift_reg #(
    .WIDTH(ADDR_WIDTH),
    .DEPTH(2)
    ) meta_gray_rd_ptr (
    .i_clk(i_clk_wr)               ,
    .i_rst_n(i_rst_n)              ,
    .i_data_in(gray_rd_ptr)        ,
	  .o_data_out(gray_rd_ptr_wr_clk)
  );
  gray_2_bin #(.WIDTH(ADDR_WIDTH)) change_wr_ptr_bin (
    .i_gray(gray_wr_ptr_rd_clk),
    .o_bin(wr_ptr_rd_clk)
  );
  gray_2_bin #(.WIDTH(ADDR_WIDTH)) change_rd_ptr_bin (
    .i_gray(gray_rd_ptr_wr_clk),
    .o_bin(rd_ptr_wr_clk)
  );
  duo_port_RAM_duo_clk #(.DATA_WIDTH(WIDTH), .ADDR_WIDTH(ADDR_WIDTH)) RAM (
    .i_clk_a    (i_clk_wr)                  ,
    .i_clk_b    (i_clk_rd)                  ,
    .i_addr_a   (p_wr_ptr[ADDR_WIDTH - 1:0]),
    .i_data_a   (i_data_in)                 ,    
    .i_addr_b   (n_rd_ptr[ADDR_WIDTH - 1:0]),
    .i_data_b   (i_data_in)                 ,
    .i_wr_a     (update_wr_ptr)             , 
    .i_wr_b     (1'b0)                      ,
    .o_data_a   ()                          ,
    .o_data_b   (ram_data_out)
  );
endmodule
module bin_2_gray #(
  parameter WIDTH = 4
)(
  input  logic [WIDTH - 1:0] i_bin,
  output logic [WIDTH - 1:0] o_gray
);
  assign o_gray = i_bin ^ {1'b0, i_bin[WIDTH - 1:1]};
endmodule
module duo_port_RAM_duo_clk #(
  parameter DATA_WIDTH = 8,
  parameter ADDR_WIDTH = 3
)(
  input  logic i_clk_a,
  input  logic i_clk_b,
  input  logic [DATA_WIDTH - 1:0] i_data_a, i_data_b,
  input  logic [ADDR_WIDTH - 1:0] i_addr_a, i_addr_b,
  input  logic i_wr_a, i_wr_b,
  output logic [DATA_WIDTH - 1:0] o_data_a, o_data_b
);
  reg [DATA_WIDTH - 1:0] ram [2**ADDR_WIDTH - 1:0];
  initial for(int i = 0; i < 2**ADDR_WIDTH; i++) ram[i] = '0;
  always_ff @(posedge i_clk_a) begin
    if(i_wr_a) begin
      ram[i_addr_a] <= i_data_a;
      o_data_a      <= i_data_a;
    end else begin
      o_data_a      <= ram[i_addr_a];
    end
  end
  always_ff @(posedge i_clk_b) begin
    if(i_wr_b) begin
      ram[i_addr_b] <= i_data_b;
      o_data_b      <= i_data_b;
    end else begin
      o_data_b      <= ram[i_addr_b];
    end 
  end
endmodule
module gray_2_bin #(
  parameter WIDTH = 4
)(
  input  logic [WIDTH -1:0] i_gray,
  output logic [WIDTH -1:0] o_bin
);
  always_comb begin : proc_gray_2_bin
    o_bin[WIDTH - 1] = i_gray[WIDTH - 1];
    for(int i = (WIDTH - 2); i >= 0; i--) begin 
      o_bin[i] = o_bin[i + 1] ^ i_gray[i];
    end
  end
endmodule
module shift_reg #(
  parameter WIDTH = 8,
  parameter DEPTH = 2
)(
  input  logic i_clk,
  input  logic i_rst_n,
  input  logic [WIDTH - 1:0] i_data_in,
  output logic [WIDTH - 1:0] o_data_out
);
  logic [WIDTH - 1:0] shift_reg [DEPTH - 1:0];
  always_ff @(posedge i_clk, negedge i_rst_n) begin
    if(~i_rst_n) begin
      for(int i = 0; i < DEPTH; i++) shift_reg[i] <= '0;
    end
    else begin
      shift_reg[0] <= i_data_in;
      for(int i = 1; i < DEPTH; i++) shift_reg[i] <= shift_reg[i - 1];
    end
  end
  assign o_data_out = shift_reg[DEPTH - 1];
endmodule
==> results.toml <==
# yosys + openroad results
[power]
p_int_uw = 1310
leakagePower_uw = 0.00301
ir_drop_mv = 0.0961
combPwrFrac_pct = 34.2
sw_frac_of_total_pct = 34.7
seq_power_share_pct = 36.4
p_per_area_mw_per_mm2 = 249
p_switching_uw = 694
clock_power_share_pct = 29.4

[clock_network]
ctsHoldBuffers = 0
cts_tree = "built"
cts_resized = 0
cts.sinks = 162
cts_setup_buffers = 0
clk_pin_slew_ns = 0.06

[detailed_routing]
drtPass1Iterations = 5
wire_per_inst_um = 19.0
drt_iter0_drc = 231
drcViolationCount = 0
num_antenna_cells = 0
vias = 4026
post_drt_via_cell_ratio = 5.10
ant_nets = 0
drt_wl_total_um = 15000

[floorplanning]
fp_util_pct = 30.9
rows = 54
fp.dieW_um = 153
ioPinCount = 23
die_area_mm2 = 0.0234
die_y_um = 153
core-area_mm2 = 0.0221

[grt]
met1_usage_pct = 18.4
grt-ovfl-total = 0
grtUsageMet2_pct = 22.1
grt_first_pass_wirelength_um = 23700
grt_pass1_vias = 4109
antenna_found_initial = 0
grt_max_degree = 66
grt_use_met3_pct = 6.27
busiest_layer = "met2"
grtUsageTotal_pct = 14.0

[placement]
port_buffers = 21
place_inst = 754
dp_slack_ns = 6.28
place_hpwl_um = 9040
gp_congestion = 0.781

[yosys]
top_cell_area_share_pct = 56.2
synthCells = 472
synth_cell_types = 41
largest_area_cell = "edfxtp_1"
topCellsByArea = "edfxtp_1 56%, dfrtp_1 9.5%, a211oi_1 6.9%"
yosysChipArea_mm2 = 0.00684
edf_count = 128
synthArstFlopShare_pct = 16.0
flop_cell = "edfxtp_1"
postSynthSeqShare_pct = 68.1
syn-mean-instance-area_um2 = 14.5
ys_cells = 472
netlist_area_mm2 = 0.00684
yosysWarnings = 0
ys_ff = 162

[layout]
fin_util_pct = 36.4
reg_top3 = "RAM.ram (128), RAM.o_data_b (8)"
fin_cells = 790
top_register = "RAM.ram"
final_cell_mix = "128 x edfxtp_1, 63 x a211oi_1, 40 x inv_1, 34 x mux2i_1, 32 x nor4_1"
lay_top_count = "edfxtp_1"
area_delta_synth_final_pct = 17.8
largest_register_ffs = 128
drive_gt1_share_pct = 10.6

[sta]
slew_viol_final = 0
max_slew_margin_pct = 52.2
setup_viol = 0
finalClockSkew_ns = 0.0135
worst_hold_slack_ns = 0.322
rsz0062_at_grt = "false"
final.setup.worst_slack_ns = 6.31
tns_ns = 0
finalHoldViolCount = 0
tightest_slew_ns = 0.717

[job]
warnings = 32
drv_cap = 0

[critical_path]
ff2ff_path_depth = 9
arrival_ns = 3.93
worstSetupPathType = "input port to output port"
worst-path-max-fanout = 19
ff2ff_setup_slack_ns = 8.71
cp-start-kind = "input port"
end_kind = "output port"
crit_required_ns = 10.24

[min_path]
hold_depth = 0
min_path_type = "flip-flop to flip-flop"

[run_status]
status = "finished clean"
layer usage:
metal	wire length [um]	vias up	part of all wire, %
met3	1400	23	9.3
met2	7210	156	48
met4	393	0	2.6
met1	6020	1967	40
met5	0	-	0
li1	-	1880	-
power by group through the flow:
stage	sequential [uW]	combinational, uW	clock [uW]
6_report	728	686	589
5_1_grt	739	756	620
4_1_cts	729	690	598
worst paths after layout:
| path | startpoint | endpoint |
|---|---|---|
| min in group asynchronous | i_rst_n | meta_gray_rd_ptr.o_data_out[2] |
| min in group clk0 | meta_gray_wr_ptr.shift_reg[0] | meta_gray_wr_ptr.o_data_out[0] |
| max in group clk1 | i_wr_en | RAM.ram[15][1] |
| worst min-delay path | p_rd_ptr[3] | meta_gray_rd_ptr.shift_reg[3] |
| worst max register to register | p_rd_ptr[2] | RAM.o_data_b[5] |
| worst min register to register | p_rd_ptr[3] | meta_gray_rd_ptr.shift_reg[3] |
| worst max-delay path | i_rd_en | o_data_out[4] |
| max in group asynchronous | i_rst_n | meta_gray_wr_ptr.o_data_out[2] |
cell families (layout without fill, tap and decap cells):
family / count (synthesis) / in the layout / share of synthesized area (%)
flops: 162 / 162 / 68.1
mux: 35 / 35 / 5.20
compound gates: 83 / 83 / 9.34
xor+xnor: 13 / 13 / 2.09
simple gates: 98 / 98 / 8.71
buf+inv: 69 / 107 / 4.37
fa+ha+maj: 12 / 12 / 2.20
area by class of cell:
class / instances / area [um^2]
Clock buffer: 23 / 512
Clock inverter: 13 / 191
Fill cell: 1963 / 14000
Inverter: 40 / 150
Multi-Input combinational cell: 241 / 1910
Sequential cell: 162 / 4650
Tap cell: 280 / 350
Timing Repair Buffer: 31 / 285
stage by stage:
step / instance area [um^2] / power (uW)
6_report: 8050 / 2000
5_1_grt: 8050 / 2110
4_1_cts: 8050 / 2020
3_5_place_dp: 7350 / 1420
3_3_place_gp: 7350 / 1410
2_1_floorplan: 6840 / 1230
synthesized netlist by cell type, types with 12 or more instances:
library cell and number:
edfxtp_1 128, nor4_1 32, ha_1 12, clkbuf_1 22, a211oi_1 63, mux2i_1 34, inv_1 40, dfrtp_1 26
and3_1 28
critical path, cell delays in order:
cell and delay [ns]:
clkdlybuf4s50_1 0.45, buf_4 0.25, and3_1 0.19, clkdlybuf4s50_1 0.47
Power figures rest on the tool's default switching activity, not on a simulated workload.
